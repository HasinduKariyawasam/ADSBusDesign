### design/flow/constraint.sdc
current_design arbiter

set clk_period 2.1
set clk_io_pct 0.2

create_clock -name clk0 -period $clk_period [get_ports {clk}]

set non_clock_inputs [all_inputs -no_clocks]
set_input_delay [expr $clk_period * $clk_io_pct] -clock clk0 $non_clock_inputs
set_output_delay [expr $clk_period * $clk_io_pct] -clock clk0 [all_outputs]
### design/flow/design.v
module arbiter(input clk, reset,
               input m1_request, m1_address, m1_data, m1_valid, m1_address_valid, m1_write_en,
                     m2_request, m2_address, m2_data, m2_valid, m2_address_valid, m2_write_en,
                     s1_data_in, s2_data_in, s3_data_in,
                     s1_ready, s2_ready, s3_ready,
                     s1_valid_out, s2_valid_out, s3_valid_out,
               output m1_data_out, m2_data_out,
                      m1_ready, m2_ready, m1_available, m2_available,
                      m1_valid_in, m2_valid_in,
                      s1_address, s1_data, s1_valid, s1_write_en,
                      s2_address, s2_data, s2_valid, s2_write_en,
                      s3_address, s3_data, s3_valid, s3_write_en,
               output reg [2:0] state,
               output reg m1_connect1, m1_connect2, m1_connect3,
               output reg m2_connect1, m2_connect2, m2_connect3);
    reg [1:0] address_buf;
    reg [1:0] connected_master;
    wire [3:0] connect_state;
    wire compare;
    parameter [2:0] idle = 3'd0;             
    parameter [2:0] wait_address = 3'd1;     
    parameter [2:0] msb1 = 3'd2;             
    parameter [2:0] msb2 = 3'd3;             
    parameter [2:0] connect = 3'd4;          
    parameter [2:0] busy_m1 = 3'd5;          
    parameter [2:0] busy_m2 = 3'd6;          
    always @(posedge clk) begin
        if (reset) begin
            connected_master <= 2'd0;
            state <= idle;    
        end  
        else
            case (state)
                idle: begin
                    if (m1_request && connected_master == 2'd0 && m1_address_valid) begin
                        connected_master <= 2'd1;
                        state <= wait_address;
                    end
                    else if (~m1_request && m2_request && connected_master == 2'd0 && m2_address_valid) begin
                        connected_master <= 2'd2;
                        state <= wait_address;
                    end
                    else begin
                        connected_master <= 2'd0;
                        state <= idle;
                    end  
                end 
                wait_address: begin
                    if ((m1_valid == 1'b1) || (m2_valid == 1'b1)) begin
                        state <= msb1;
                    end
                    else begin
                        state <= wait_address;
                    end
                end
                msb1: begin
                    if (connected_master == 2'd1 && m1_valid == 1'b1) begin
                        address_buf <= {address_buf[0], m1_address};
                        state <= msb2;
                    end 
                    else if (connected_master == 2'd2 && m2_valid == 1'b1) begin
                        address_buf <= {address_buf[0], m2_address};
                        state <= msb2;
                    end
                    else    state <= msb1;
                end
                msb2: begin
                    if (connected_master == 2'd1) begin
                        address_buf <= {address_buf[0], m1_address};
                        state <= connect;
                    end
                    else if (connected_master == 2'd2) begin
                        address_buf <= {address_buf[0], m2_address};
                        state <= connect; 
                    end
                    else    state <= idle;
                end
                connect: begin
                    if (connected_master == 2'd1 && (m1_connect1 || m1_connect2 || m1_connect3)) begin
                        state <= busy_m1;    
                    end
                    else if (connected_master == 2'd2 && (m2_connect1 || m2_connect2 || m2_connect3)) begin
                        state <= busy_m2;
                    end 
                    else    state <= idle;
                end
                busy_m1: begin
                    if (~m1_request) begin
                        state <= idle;
                    end  
                    else if (m1_address_valid) begin
                        state <= msb1;
                    end 
                    else    state <= busy_m1;
                end
                busy_m2: begin
                    if (~m2_request) begin
                        state <= idle;
                    end     
                    else if (m2_address_valid) begin
                        state <= msb1;
                    end   
                    else    state <= busy_m2;
                end
                default:    state <= idle;
            endcase
    end
    always @(*) begin
        if (reset || (state == idle)) begin
            m1_connect1 = 1'b0;
            m1_connect2 = 1'b0;
            m1_connect3 = 1'b0;
            m2_connect1 = 1'b0;
            m2_connect2 = 1'b0;
            m2_connect3 = 1'b0;
        end
        else if (compare)  begin
            case (connect_state)
                4'd3:   begin
                    m1_connect1 = 1'b1;
                    m1_connect2 = 1'b0;
                    m1_connect3 = 1'b0;
                    m2_connect1 = 1'b0;
                    m2_connect2 = 1'b0;
                    m2_connect3 = 1'b0;
                end
                4'd4:   begin
                    m1_connect1 = 1'b0;
                    m1_connect2 = 1'b1;
                    m1_connect3 = 1'b0;
                    m2_connect1 = 1'b0;
                    m2_connect2 = 1'b0;
                    m2_connect3 = 1'b0;
                end
                4'd5:   begin
                    m1_connect1 = 1'b0;
                    m1_connect2 = 1'b0;
                    m1_connect3 = 1'b1;
                    m2_connect1 = 1'b0;
                    m2_connect2 = 1'b0;
                    m2_connect3 = 1'b0;
                end
                4'd6:   begin
                    m1_connect1 = 1'b0;
                    m1_connect2 = 1'b0;
                    m1_connect3 = 1'b0;
                    m2_connect1 = 1'b1;
                    m2_connect2 = 1'b0;
                    m2_connect3 = 1'b0;
                end
                4'd7:   begin
                    m1_connect1 = 1'b0;
                    m1_connect2 = 1'b0;
                    m1_connect3 = 1'b0;
                    m2_connect1 = 1'b0;
                    m2_connect2 = 1'b1;
                    m2_connect3 = 1'b0;
                end
                4'd8:   begin
                    m1_connect1 = 1'b0;
                    m1_connect2 = 1'b0;
                    m1_connect3 = 1'b0;
                    m2_connect1 = 1'b0;
                    m2_connect2 = 1'b0;
                    m2_connect3 = 1'b1;
                end
                default:    begin
                    m1_connect1 = 1'b0;
                    m1_connect2 = 1'b0;
                    m1_connect3 = 1'b0;
                    m2_connect1 = 1'b0;
                    m2_connect2 = 1'b0;
                    m2_connect3 = 1'b0;
                end
            endcase 
        end
        else    begin
            m1_connect1 = m1_connect1;
            m1_connect2 = m1_connect2;
            m1_connect3 = m1_connect3;
            m2_connect1 = m2_connect1;
            m2_connect2 = m2_connect2;
            m2_connect3 = m2_connect3;
        end
    end
    assign compare = (state == connect);
    assign connect_state = (4'd3 * connected_master) + address_buf;
    assign m1_available = (connected_master != 2'd2);
    assign m2_available = (connected_master != 2'd1);
    assign s1_address = (m1_connect1) ? m1_address : (m2_connect1) ? m2_address : 1'b0;
    assign s1_data = (m1_connect1) ? m1_data : (m2_connect1) ? m2_data : 1'b0;
    assign s1_valid = (m1_connect1 && (state != msb1 && state != msb2)) ? m1_valid : (m2_connect1 && (state != msb1 && state != msb2)) ? m2_valid : 1'b0;
    assign s1_write_en = (m1_connect1) ? m1_write_en : (m2_connect1) ? m2_write_en : 1'b0;
    assign s2_address = (m1_connect2) ? m1_address : (m2_connect2) ? m2_address : 1'b0;
    assign s2_data = (m1_connect2) ? m1_data : (m2_connect2) ? m2_data : 1'b0;
    assign s2_valid = (m1_connect2 && (state != msb1 && state != msb2)) ? m1_valid : (m2_connect2 && (state != msb1 && state != msb2)) ? m2_valid : 1'b0;
    assign s2_write_en = (m1_connect2) ? m1_write_en : (m2_connect2) ? m2_write_en : 1'b0;
    assign s3_address = (m1_connect3) ? m1_address : (m2_connect3) ? m2_address : 1'b0;
    assign s3_data = (m1_connect3) ? m1_data : (m2_connect3) ? m2_data : 1'b0;
    assign s3_valid = (m1_connect3 && (state != msb1 && state != msb2)) ? m1_valid : (m2_connect3 && (state != msb1 && state != msb2)) ? m2_valid : 1'b0;
    assign s3_write_en = (m1_connect3) ? m1_write_en : (m2_connect3) ? m2_write_en : 1'b0;
    assign m1_ready = (m1_connect1) ? s1_ready : (m1_connect2) ? s2_ready : (m1_connect3) ? s3_ready: 1'b0;
    assign m2_ready = (m2_connect1) ? s1_ready : (m2_connect2) ? s2_ready : (m2_connect3) ? s3_ready: 1'b0;
    assign m1_data_out = (m1_connect1) ? s1_data_in : (m1_connect2) ? s2_data_in : (m1_connect3) ? s3_data_in: 1'b0;
    assign m2_data_out = (m2_connect1) ? s1_data_in : (m2_connect2) ? s2_data_in : (m2_connect3) ? s3_data_in: 1'b0;
    assign m1_valid_in = (m1_connect1) ? s1_valid_out : (m1_connect2) ? s2_valid_out : (m1_connect3) ? s3_valid_out: 1'b0;
    assign m2_valid_in = (m2_connect1) ? s1_valid_out : (m2_connect2) ? s2_valid_out : (m2_connect3) ? s3_valid_out: 1'b0;
endmodule  
### design/flow/run.sh
#!/bin/bash
# OpenROAD 26Q1-2900-gdf79404cd8, Yosys 0.63+post, stock flow scripts
make -C /OpenROAD-flow-scripts/flow DESIGN_CONFIG=/design/flow/config.mk WORK_HOME=/design/flow/orfs finish
### design/flow/config.mk
export PLATFORM = sky130hd
export DESIGN_NAME = arbiter
export DESIGN_NICKNAME = arbiter
export VERILOG_FILES = /design/flow/design.v
export SDC_FILE = /design/flow/constraint.sdc
export NUM_CORES = 4
export LEC_CHECK = 1
export CORE_AREA = 10 10 86 86
export DIE_AREA = 0 0 96 96
==> results.ini <==
[status]
status=completed

[setup_path]
crit_family=buffers and inverters
path_buffers=2
crit_arrival_ns=1.62
cpMostUsedCell=clkdlybuf4s50_1
crit_path_end_kind=output port
crit_slowest_cell=clkdlybuf4s50_1
worstSetupStartpointType=input port
path_class=input port to output port
max_stage_delay_ns=0.49
required_ns=1.68
worstPathCellList=clkdlybuf4s50_1, a22oi_1, o21ai_1, clkdlybuf4s50_1
path_max_fanout=2

[synth]
syn_avg_cell_area_sq_um=7.50
synthesis.instances=138
edf_count=2
synth_top_cell_by_area=dfxtp_1
yosys_warnings=1
ff_type=dlxtn_1
ys_types=35
topCellsByArea=dfxtp_1, nand2_1, dlxtn_1
synth_flop_count=14
synth_area_sq_um=1030
ys_cells=138
synthArstFlopShare_pct=0
synth_chip_area_sq_um=1030
synthDominantCellAreaShare_pct=11.6

[timing]
fin_crit_ns=2.04
hold_slack_ns=0.458
min_period_over_period_pct=96.9
worst_slew_pin_slew_ns=0.492
finClkSkew_ns=0.00125
fmax_mhz=491
hold_viol=0
setup_violations=0
slew_headroom_pct=67.2
worst_slack_ns=0.0641
untimed_endpoints=12
slew_violations=0
rsz0062_at_grt=false
unclocked_regs=6

[pwr]
ir_drop_mv=0.272
p_leak_nw=0.616
cellPowerDensity_nw_per_um2=318
power.total_uw=529

[global_route]
track_usage_pct=7.35
antenna_found_initial=0
grt_pass1_vias=1130
grt_first_pass_wirelength_mm=5.49
gr-total-overflow=0
grt_max_degree=16

[drt]
wl_per_cell_um=13.5
drtIter0Drc=70
n_antenna_cell=0
dr.pass1.iters=4
detail-route-antenna-nets=0
via_per_inst=4.34
route.detailed.drc=0
num_vias=1134
drt_wl_total_mm=3.52

[run]
timing.max_cap.violations=0
warnings=26

[clock_tree]
clk_pin_slew_ns=0.04
cts_tree=yes
postCtsSetupRepairBufs=0
cts_hold_buf=0
cts_buffer_depth=2
cts_made_buffers=3
htree_levels=1
root_buffer=clkbuf_8
clk_latency_ns=0.22

[finish]
layout.filler_cells=601
layout-drive-gt1-share_pct=6.35
logic_area_sq_um=704
layoutNonFillerInstCount=261
synthToLayoutAreaGrowth_pct=60.9
final_core_util_pct=30.1
seqCellArea_sq_um=270

[placed_design]
dp_hpwl_mm=2.82
dp_cells=257
gp_congestion=0.779
io_buffers=51
pre_cts_slack_ns=-0.0302

[worst_hold_path]
hold_path.class=flip-flop to flip-flop

[floorplan]
die-area_sq_um=9220
dieWidth_um=96
fp-row-count=27
floorplan.core_util_pct=18.7
dieHeight_um=96
ioPinCount=52
core-area_sq_um=5540

-- flip-flops by register name, summed over array words and instances (netlist names) --
signal and count:
connected_master 3, state 3, address_buf 2, m1_connect1 1, m1_connect2 1, m1_connect3 1, m2_connect1 1, m2_connect2 1
m2_connect3 1
-- final timing paths --
kind | start | end | slack [ns] | cells past startpoint
worst min-delay path | address_buf[0]$_DFFE_PP_ | address_buf[1]$_DFFE_PP_ | 0.46 | 0
worst max-delay path | s3_data_in | m1_data_out | 0.06 | 4
worst max register to register | connected_master[1]$_DFF_P_ | address_buf[1]$_DFFE_PP_ | 0.50 | 6
worst min register to register | address_buf[0]$_DFFE_PP_ | address_buf[1]$_DFFE_PP_ | 0.46 | 0
-- cell families after synthesis --
group / Yosys count / share of synthesized area, %
simple gates: 66 / 34.8
latches: 6 / 8.71
compound gates: 40 / 24.7
mux: 1 / 1.09
flops: 8 / 17.4
buf+inv: 12 / 5.80
fa+ha+maj: 5 / 7.50
-- layout make-up --
cell class | count | area share, %
Clock buffer | 4 | 2.70
Inverter | 5 | 1.13
Multi-Input combinational cell | 112 | 42.3
Sequential cell | 14 | 16.2
Tap cell | 72 | 5.41
Timing Repair Buffer | 54 | 32.2
-- metal layers --
layer,vias to the layer above,wire [um],track usage [%]
met3,2,293,2.75
met1,501,1560,9.30
met5,-,0,0
met4,0,10,0.369
li1,603,-,-
met2,28,1650,12.3
-- Yosys cell counts (4+ instances only) --
cell and number:
nand2_1 24, o21ai_0 14, nand3b_1 8, nor2_1 8, a22oi_1 7, a21oi_1 6
a22o_1 6, dfxtp_1 6, dlxtn_1 6, inv_1 5, nor2b_1 5, nor3b_1 4
-- per-stage QoR --
step	cell area (sq um)	setup TNS (ns)
after floorplan	1030	0
after global placement	1620	-0.0423
after detailed placement	1620	-0.105
after CTS	1660	0
after global routing	1670	0
final	1670	0
-- cell usage in the layout, fill, tap and decap left out, drive strengths merged --
cell	netlist	final
clkdlybuf4s50	0	45
nand2	24	24
o21ai	14	14
nor2	8	8
nand3b	8	8
a22oi	7	7
a22o	6	6
a21oi	6	6
dfxtp	6	6
dlxtn	6	6
nor2b	6	6
inv	5	5
nor3b	4	4
clkbuf	2	4
nor3	3	3
a31oi	3	3
ha	3	3
dlygate4sd2	0	3
dlymetal6s2s	0	3
buf	5	3
nand3	2	2
or2	2	2
a21o	2	2
nand4	2	2
nor4b	2	2
fa	2	2
edfxtp	2	2
or3	2	2
nor4	1	1
or2b	1	1
mux2	1	1
o31ai	1	1
a31o	1	1
nand2b	1	1
-- where the power goes --
group / internal [mW] / switching, mW / leakage, nW
Combinational: 0.0912 / 0.0573 / 0.480
Sequential: 0.173 / 0.0194 / 0.113
Clock: 0.131 / 0.0570 / 0.0228
Total: 0.395 / 0.134 / 0.616
-- worst reg2reg max path, delay by kind of cell, from the launching register on --
kind / cells / cell delay [ns]
AOI/OAI and AO/OA: 1 / 0.08
buffers and inverters: 2 / 0.28
DFF: 1 / 0.44
adders and majority gates: 1 / 0.23
and+or+nand+nor: 2 / 0.29
-- timing repair --
action,CTS,global route
setup endpoints to repair,5,8
pin swaps,0,3
resized,4,11
No activity file was given, so power comes from the tool's default toggle rates.
