$ cat design.v
module controller ( input clk, reset,start,
                    input m1_request,m2_request,
                    input [4:0] state_in,
                    output reg m1_enable, m2_enable,
                    output reg m1_read_en, m2_read_en,
                    output reg [7:0] data_in1, data_in2,
                    output reg [13:0] addr_in1, addr_in2,
                    output [4:0] state_out);
    reg [4:0] state = 5'd0;
    reg [4:0] next_state = 5'd0; 
    reg [1:0] counter = 2'd0;
    assign state_out = state;
    parameter   idle = 5'd0,
                state1a = 5'd1,
                state1b = 5'd2,
                state2a = 5'd3,
                state2b = 5'd4,
                state3a = 5'd5,
                state3b = 5'd6,
                state4a = 5'd7,
                state4b = 5'd8,
                state5a = 5'd9,
                state5b = 5'd10,
                state6a = 5'd11,
                state6b = 5'd12,
                state7a = 5'd13,
                state7b = 5'd14,
                state8a = 5'd15,
                state8b = 5'd16;
    always @(*) begin
        case (state)
            idle: begin
                if (start == 1 && state_in == 5'd1)     
                    next_state <= state1a;
                else if (start == 1 && state_in ==5'd2)
                    next_state <= state2a;
                else if (start == 1 && state_in ==5'd3)
                    next_state <= state3a;
                else if (start == 1 && state_in ==5'd4)
                    next_state <= state4a;
                else if (start == 1 && state_in ==5'd5)
                    next_state <= state5a;
                else if (start == 1 && state_in ==5'd6)
                    next_state <= state6a;
                else if (start == 1 && state_in ==5'd7)
                    next_state <= state7a;
                else if (start == 1 && state_in ==5'd8)
                    next_state <= state8a;
                else 
                    next_state <= idle;
            end
            state1a:begin
                if (counter <2'd2)
                    next_state <= state1a;
                else
                    next_state <=state1b;
            end
            state1b: begin
                if (m1_request == 0 && m2_request == 0)
                    next_state <= idle;
                else
                    next_state <=state1b;
            end
            state2a:begin
               if (counter <2'd2)
                    next_state <= state2a;
                else
                    next_state <=state2b;
            end
            state2b: begin
               if (m1_request == 0 && m2_request == 0)
                    next_state <= idle;
                else
                    next_state <=state2b;
            end
            state3a:begin
                if (counter <2'd2)
                    next_state <= state3a;
                else
                    next_state <=state3b;
            end
            state3b: begin
                if (m1_request == 0 && m2_request == 0)
                    next_state <= idle;
                else
                    next_state <=state3b;
            end
            state4a:begin
                if (counter <2'd2)
                    next_state <= state4a;
                else
                    next_state <=state4b;
            end
            state4b: begin
                if (m1_request == 0 && m2_request == 0)
                    next_state <= idle;
                else
                    next_state <=state4b;
            end
            state5a:begin
                if (counter <2'd2)
                    next_state <= state5a;
                else
                    next_state <=state5b;
            end
            state5b: begin
                if (m1_request == 0 && m2_request == 0)
                    next_state <= idle;
                else
                    next_state <=state5b;
            end
            state6a:begin
                if (counter <2'd2)
                    next_state <= state6a;
                else
                    next_state <=state6b;
            end
            state6b: begin
                if (m1_request == 0 && m2_request == 0)
                    next_state <= idle;
                else
                    next_state <=state6b;
            end
            state7a:begin
                if (counter <2'd2)
                    next_state <= state7a;
                else
                    next_state <=state7b;
            end
            state7b: begin
                if (m1_request == 0 && m2_request == 0)
                    next_state <= idle;
                else
                    next_state <=state7b;
            end
            state8a:begin
                if (counter <2'd2)
                    next_state <= state8a;
                else
                    next_state <=state8b;
            end
            state8b: begin
                if (m1_request == 0 && m2_request == 0)
                    next_state <= idle;
                else
                    next_state <=state8b;
            end
        endcase
    end
    always @(posedge clk) begin
        state <= next_state;
    end
    always @(posedge clk) begin
        case (state)
            idle: begin
                counter <= 2'd0;
                m1_enable <= 0; m2_enable <= 0;
                m1_read_en <= 0; m2_read_en <= 0;
                data_in1 <= 8'd0; data_in2 <= 8'd0;
                addr_in1 <= 14'd0; addr_in2 <= 14'd0;
            end
            state1a:begin
                counter <= counter + 2'd1;
                m1_enable <= 1; m2_enable <= 0;
                m1_read_en <= 0; m2_read_en <= 0;
                data_in1 <= 8'd101; data_in2 <= 8'd0;
                addr_in1 <= 14'd1001; addr_in2 <= 14'd0;
            end
            state1b: begin
                m1_enable <= 0;
            end
            state2a:begin
                counter <= counter + 2'd1;
                m1_enable <= 1; m2_enable <= 0;
                m1_read_en <= 1; m2_read_en <= 0;
                data_in1 <= 8'd0; data_in2 <= 8'd0;
                addr_in1 <= 14'd1001; addr_in2 <= 14'd0;
            end
            state2b: begin
                m1_enable <= 0;
            end
            state3a:begin
                counter <= counter + 2'd1;
                m1_enable <= 1; m2_enable <= 0;
                m1_read_en <= 0; m2_read_en <= 0;
                data_in1 <= 8'd101; data_in2 <= 8'd0;
                addr_in1 <= 14'd5097; addr_in2 <= 14'd0;
            end
            state3b: begin
                m1_enable <= 0;
            end
            state4a:begin
                counter <= counter + 2'd1;
                m1_enable <= 1; m2_enable <= 0;
                m1_read_en <= 1; m2_read_en <= 0;
                data_in1 <= 8'd101; data_in2 <= 8'd0;
                addr_in1 <= 14'd5097; addr_in2 <= 14'd0;
            end
            state4b: begin
                m1_enable <= 0;
            end
            state5a:begin
                counter <= counter + 2'd1;
                m1_enable <= 0; m2_enable <= 1;
                m1_read_en <= 0; m2_read_en <= 0;
                data_in2 <= 8'd101; data_in1 <= 8'd0;
                addr_in2 <= 14'd9193; addr_in1 <= 14'd0;
            end
            state5b: begin
                m2_enable <= 0;
            end
            state6a:begin
                counter <= counter + 2'd1;
                m1_enable <= 0; m2_enable <= 1;
                m1_read_en <= 1; m2_read_en <= 1;
                data_in2 <= 8'd101; data_in1 <= 8'd0;
                addr_in2 <= 14'd9193; addr_in1 <= 14'd0;
            end
            state6b: begin
                m2_enable <= 0;
            end
            state7a:begin
                counter <= counter + 2'd1;
                m1_enable <= 1; m2_enable <= 1;
                m1_read_en <= 0; m2_read_en <= 0;
                data_in1 <= 8'd102; data_in2 <= 8'd103;
                addr_in1 <= 14'd5097; addr_in2 <= 14'd5098;
            end
            state7b: begin
                m1_enable <= 0; m2_enable <= 0;
            end
            state8a:begin
                counter <= counter + 2'd1;
                m1_enable <= 1; m2_enable <= 1;
                m1_read_en <= 1; m2_read_en <= 1;
                data_in1 <= 8'd0; data_in2 <= 8'd0;
                addr_in1 <= 14'd5098; addr_in2 <= 14'd5097;
            end
            state8b: begin
                m1_enable <= 0; m2_enable <= 0;
            end
        endcase
    end  
endmodule
$ cat run.sh
#!/bin/bash
# OpenROAD 26Q1-2900-gdf79404cd8, Yosys 0.63+post, stock flow scripts
make -C /OpenROAD-flow-scripts/flow DESIGN_CONFIG=/design/flow/config.mk WORK_HOME=/design/flow/orfs finish
$ cat config.mk
export PLATFORM = sky130hd
export DESIGN_NAME = controller
export DESIGN_NICKNAME = controller
export VERILOG_FILES = /design/flow/design.v
export SDC_FILE = /design/flow/constraint.sdc
export NUM_CORES = 4
export LEC_CHECK = 1
export CORE_AREA = 10 10 98 98
export DIE_AREA = 0 0 108 108
$ cat constraint.sdc
current_design controller

set clk_period 2.2
set clk_io_pct 0.2

create_clock -name clk0 -period $clk_period [get_ports {clk}]

set non_clock_inputs [all_inputs -no_clocks]
set_input_delay [expr $clk_period * $clk_io_pct] -clock clk0 $non_clock_inputs
set_output_delay [expr $clk_period * $clk_io_pct] -clock clk0 [all_outputs]
==> reports/qor.txt <==
Status -> finished, final reports clean
Critical path capture point type -> output pin
Initial antenna violation count -> 0
Final HPWL DP -> 2740 um
I/O pins -> 63
Worst-Margin Slew -> 0.520 ns
CTS tree -> done
Flop pwr share -> 63.0%
Final setup TNS -> 0 ns
Minimum hold slack -> 0.600 ns
Final non-filler cell total -> 285
Pwr Density -> 403 nW/um^2
Crit path DRT -> 1.76 ns
Peak VDD IR -> 0.238 mV
Syn Inst Count -> 153
# setup viols final -> 0
Share of cells above drive strength 1 -> 7.10%
RSZ-0062 raised after global routing -> false
CP Buf/Inv Count -> 1
Total GRT Usage -> 5.39%
1st-iter DRT viols -> 52
Yosys chip area -> 1540 sq um
First-pass GRT wire length -> 5120 um
CTS Buf Count -> 3
Placed cells -> 281
Setup WS pre-CTS -> 0.435 ns
Antenna Cells -> 0
Log Warnings -> 26
Pleak -> 0.731 nW
CTS HTree Levels -> 1
Pin count of the biggest net entering global routing -> 18
Worst path depth -> 1
Slew Limit Fails -> 0
Design Area, Final -> 1980 sq um
Synth cell types -> 35
Relative slew slack -> 65.3%
Postcts setup bufs -> 0
Std-Cell Rows -> 32
Yosys cell count -> 153
Post-CTS Hold Fix Bufs -> 0
Register pins left without a clock -> 5
Post-Place Cell Area -> 1940 sq um
Endpoints left unconstrained -> 10
Crit path launch -> state[3]$_DFF_P_
Cell area after synthesis -> 1540 sq um
Net Sw Frac -> 18.2%
Clock Skew -> 0.00391 ns
FMAX -> 512 MHz
Cycle use final -> 88.8%
RD Place Congestion -> 0.819
Die width -> 108 um
CP Launch Type -> flop
Crit-path cells -> clkdlybuf4s50_1
NetSw -> 145 uW
Grt ovf -> 0
DRT Pass-1 Iters -> 4
Max Root-Sink Buffers -> 2
Final worst-path setup slack -> 0.247 ns
Tmin final -> 1.95 ns
Clock Root Buffer -> clkbuf_8
Drt drc -> 0
Hold Startpoint -> counter[0]$_SDFFCE_PN0P_
Critical path class -> reg -> out
Synth Warn # -> 1
Via total after detailed routing -> 1085
Ys flops -> 30
Number of max-cap violations -> 0
CP peak stage delay -> 0.65 ns
Clock share of power -> 32.7%
Pint -> 653 uW
Final Hold Fails -> 0
Vias in the first global route -> 1038
Util after Layout -> 25.9%
Crit path arrival time -> 1.51 ns
Post-Route WL -> 3470 um
Avg Inst Size Synth -> 10.1 sq um
Core area -> 7650 sq um
DR vias/cell -> 3.81
Min-Delay Path Class -> reg -> reg
Die Y-Extent -> 108 um
PortBufs -> 46
Clk latency of the worst-skew pair -> 0.26 ns
Critical path capture point -> state_out[3]
Crit path max fanout -> 14
CP delay by family, top -> flip-flops
R2r setup slk -> 0.40 ns
R2R depth -> 3
Logic gate share of total power -> 4.3%
Initial Util -> 20.2%
Post-route ant nets -> 0
Worst-path clk slew -> 0.08 ns
FF-to-FF Start -> state[3]$_DFF_P_
Drt wl/cell -> 12.2 um
Worst r2r dst -> addr_in2[1]$_DFFE_PP_
Chip footprint -> 11700 sq um
Pwr Total -> 798 uW
Crit path max-delay cell type -> dfxtp_1
PostCTS Resize Cnt -> 0
Syn-to-layout area delta -> 28.5%
## metal layers
metal	global-route usage, %	share of wire [%]	up-vias
met3	2.29	11	2
met4	0.286	0.55	0
met1	7.29	45	487
met5	0	0	-
met2	8.32	44	48
li1	-	-	548
## kinds of logic (layout without fill, tap and decap cells)
| family | count (synthesis) | count (layout) | synth area share, % |
|---|---|---|---|
| xor gates and xnor gates | 6 | 6 | 3.41 |
| other | 1 | 15 | 0.243 |
| DFF | 25 | 25 | 45.4 |
| latches | 5 | 5 | 4.87 |
| and+or+nand+nor | 44 | 44 | 14.7 |
| AOI/OAI and AO/OA | 28 | 28 | 11.6 |
| buffers and inverters | 43 | 59 | 19.1 |
| adders and majority gates | 1 | 1 | 0.649 |
## cell usage after synthesis (all sizes together)
cell	count	share of area, %
a21boi	1	0.49
a21o	1	0.49
a21oi	9	2.9
a22oi	1	0.49
a31oi	3	1.6
a32o	1	0.65
and2b	1	0.49
and3	1	0.41
and4	1	0.57
buf	36	17
clkbuf	2	0.49
conb	1	0.24
dfxtp	5	6.5
dlxtn	5	4.9
edfxtp	20	39
inv	5	1.2
maj3	1	0.65
nand2	6	1.5
nand2b	2	0.81
nand3b	1	0.73
nor2	18	4.4
nor3	10	3.2
nor4	1	1.4
o2111a	1	0.73
o21ai	5	1.6
o22ai	5	2.0
o32ai	1	0.57
or2	1	0.41
or3	2	0.81
xnor2	5	2.8
xor2	1	0.57
## worst min path at each step
stage / end / slack [ns] / depth (start not counted)
global route: counter[0]$_SDFFCE_PN0P_ / 0.61 / 1
CTS: counter[0]$_SDFFCE_PN0P_ / 0.60 / 1
finish: counter[0]$_SDFFCE_PN0P_ / 0.60 / 1
## state kept, by name, summed over array words and instances (netlist names)
register and flops:
state 5, addr_in2 5, m1_enable 1, data_in1 3
m2_read_en 1, m2_enable 1, addr_in1 4, data_in2 2
m1_read_en 1, next_state 5, counter 2
## layout make-up
class                      count  area, sq um
fill                         794         5670
sequential                    30          776
multi-input combinational     94          524
timing repair buffer          50          490
tap                          102          128
clock buffer                   4         45.0
inverter                       5         18.8
## power by group through the flow
stage / Sequential (mW) / Combinational [mW] / Clock [mW]
after global routing: 0.503 / 0.0388 / 0.286
after CTS: 0.503 / 0.0356 / 0.269
final: 0.503 / 0.0344 / 0.261
## cells in the final DEF (no fill, tap or decap), types with 3 or more instances in the layout
| cell type | instances |
|---|---|
| a21oi_1 | 9 |
| buf_4 | 4 |
| clkbuf_8 | 3 |
| clkdlybuf4s50_1 | 46 |
| conb_1 | 15 |
| dfxtp_1 | 5 |
| dlxtn_1 | 5 |
| edfxtp_1 | 20 |
| inv_1 | 3 |
| nand2_1 | 6 |
| nor2_1 | 18 |
| nor3_1 | 10 |
| o21ai_0 | 5 |
| o22ai_1 | 5 |
| xnor2_1 | 5 |
Power and IR drop assume default switching activity.
