==> design/flow/design.v <==
module bin27 
  (
   input       clk,
   input [7:0] ctrlsig_in,
   output      segmentA,
   output      segmentB,
   output      segmentC,
   output      segmentD,
   output      segmentE,
   output      segmentF,
   output      segmentG
   );
  reg [6:0] encode = 7'h00;
  always @(posedge clk)
    begin
      case (ctrlsig_in[3:0])
        4'b0000 : encode <= 7'h3F;
        4'b0001 : encode <= 7'h06;
        4'b0010 : encode <= 7'h5B;
        4'b0011 : encode <= 7'h4F;
        4'b0100 : encode <= 7'h66;          
        4'b0101 : encode <= 7'h6D;
        4'b0110 : encode <= 7'h7D;
        4'b0111 : encode <= 7'h07;
        4'b1000 : encode <= 7'hFF;
        4'b1001 : encode <= 7'h6F;
        4'b1010 : encode <= 7'h77;
        4'b1011 : encode <= 7'h7C;
        4'b1100 : encode <= 7'h39;
        4'b1101 : encode <= 7'h5E;
        4'b1110 : encode <= 7'h79;
        4'b1111 : encode <= 7'h71;
      endcase
    end
  assign segmentA = ~encode[0];
  assign segmentB = ~encode[1];
  assign segmentC = ~encode[2];
  assign segmentD = ~encode[3];
  assign segmentE = ~encode[4];
  assign segmentF = ~encode[5];
  assign segmentG = ~encode[6];
endmodule
module clock_divider(inclk,ena,clk);
 parameter maxcount=32'd25000000;
 input inclk;
 input ena;
 output reg clk=1;
 reg [31:0] count=32'd0;
 always @ (posedge inclk )
	begin
		if (ena)
		begin
			if (count==maxcount)
			begin
			clk=~clk;
			count=32'd0;
			end
			else
			begin
			count=count+1;
			end
		end
		else
		begin
		clk=0;
		end
	end
 endmodule
module master(
input clock,						 
input enable,						 
input read_en,						 
input [7:0] data_in,				 
input [13:0] addr_in,			 
input data_rx,						 
input bus_ready,					 
input slave_valid,
output reg bus_req = 0,				 
output reg addr_tx = 0,				 
output reg data_tx = 0,				 
output reg valid = 0,					 
output reg valid_s = 0,				 
output reg write_en_slave = 0, 	 
output reg master_busy = 0,			 
output reg [7:0] data_read = 8'd0,
output reg [3:0] present = 4'd0,
output reg [3:0] next = 4'd0,
output reg [4:0] w_counter = 5'd0,
output reg [4:0] r_counter = 5'd0,
output reg [15:0]clk_counter = 16'd0	
 );
reg [7:0] data_buffer = 8'd0;		 
reg [13:0] addr_buffer = 14'd0;	 
reg [1:0] enable_posedge = 2'd0;	 
reg clk = 0;
parameter
idle = 4'd0,
check_bus = 4'd1,
fetch = 4'd2,
write1 = 4'd3,
write2 = 4'd4,
write3 = 4'd5,
write4 = 4'd6,
read1 = 4'd7,
read2 = 4'd8,
read3 = 4'd9,
read4 = 4'd10,
read5 = 4'd11;
always @(*)
case(present)
idle:
	begin
	if (enable == 1)
		next <= check_bus;
	else
		next <= idle;
	end
check_bus: next <= fetch;
fetch:
	begin
	if ((read_en == 0) & (bus_ready == 1))
		next <= write1;
	else if ((read_en == 1) & (bus_ready == 1))
		next <= read1;
	else
		next <= fetch;
	end
write1:
	next <= write2;
write2:
	begin
	if  (w_counter < 5'd2)
		next <= write2;	
	else if (w_counter >= 5'd2)
		next <= write3;
	end
write3:
	next <= write4;
write4:
	begin
	if  (w_counter < 5'd14)
		next <= write4;	
	else if (w_counter >= 5'd14)
		next <= idle;
	end
read1:
	next <= read2;	
read2:
	begin
	if  (r_counter < 5'd2)
		next <= read2;
	else
		next <= read3;
	end
read3:
	next <= read4;
read4:
	begin
	if  (r_counter < 5'd14)
		next <= read4;
	else if (slave_valid == 1)
		next <= read5;
	else
		next <= read4;
	end
read5:
	begin
	if (r_counter < 5'd8)
		next <= read5;
	else
		next <= idle;
	end
endcase
always @(posedge clock)
	begin
	clk_counter <= clk_counter +1;
	present <= next;
	write_en_slave <= ~read_en;
	enable_posedge <= (enable_posedge << 1);
	enable_posedge[0] <= enable;
	clk <= ~clk;
	end
always @ (posedge clock)
case(present)
idle: 
	begin
	data_buffer <= 8'd0;	
	addr_buffer <= 14'd0;
	master_busy <= 0;
	w_counter <= 5'd0;
	r_counter <= 5'd0;
	addr_tx <= 0;
	data_tx <= 0;
	valid_s <= 0;
	if (enable==1) begin
		bus_req <= 1;
		valid <= 1;
	end	
	else begin
		bus_req <= 0;
		valid <= 0;
	end			
	end
fetch:
	begin
	bus_req <= 1;
	master_busy <= 1;
	data_buffer <= data_in;
	addr_buffer <= addr_in;
	w_counter <= 5'd0;
	r_counter <= 5'd0;
	if (bus_ready)	valid <= 0;
	else			valid <= 1;
	end
write1:
	begin
	valid <= 0;
	valid_s <= 1;
	w_counter <= 5'd0;
	end
write2:
	begin
	if  (w_counter < 5'd6)
		begin
		w_counter <= w_counter + 5'd1;
		valid <= 0;
		addr_tx <= addr_buffer[13];
		addr_buffer <= (addr_buffer << 1);
		end
	else if (w_counter < 5'd14)
		begin
		w_counter <= w_counter + 5'd1;
		addr_tx <= addr_buffer[13];
		addr_buffer <= (addr_buffer << 1);
		data_tx <= data_buffer[7];
		data_buffer <= (data_buffer << 1);
		end
	else if (w_counter == 5'd14)
		begin
		valid_s <= 0;
		end
	end
write3:
	begin
		valid_s <= 1;
	end
write4:
	begin
	if  (w_counter < 5'd6)
		begin
		w_counter <= w_counter + 5'd1;
		valid <= 0;
		addr_tx <= addr_buffer[13];
		addr_buffer <= (addr_buffer << 1);
		end
	else if (w_counter < 5'd14)
		begin
		w_counter <= w_counter + 5'd1;
		addr_tx <= addr_buffer[13];
		addr_buffer <= (addr_buffer << 1);
		data_tx <= data_buffer[7];
		data_buffer <= (data_buffer << 1);
		end
	else if (w_counter == 5'd14)
		begin
		valid_s <= 0;
		end
	end	
read1:
	begin
	valid_s <= 1;
	valid <= 0;
	end	
read2:
	begin
	if  (r_counter < 5'd14)	 
		begin
		valid <= 0;
		addr_tx <= addr_buffer[13];
		addr_buffer <= (addr_buffer << 1);
		r_counter <= r_counter + 1;
		end
	else if (slave_valid == 1)  
		begin
		valid_s <= 0;
		r_counter <=0;
		end
	else
		begin
		valid_s <= 0;
		end
	end
read3:
	begin
	valid_s <= 1;
	end	
read4:
	begin
	if  (r_counter < 5'd14)	 
		begin
		valid <= 0;
		addr_tx <= addr_buffer[13];
		addr_buffer <= (addr_buffer << 1);
		r_counter <= r_counter + 1;
		end
	else if (slave_valid == 1)  
		begin
		valid_s <= 0;
		r_counter <=0;
		end
	else
		begin
		valid_s <= 0;
		end
	end
read5:
	begin
	if (r_counter < 5'd8)
		begin
		data_buffer <= (data_buffer << 1);
		data_buffer[0] <= data_rx;
		data_read <= data_buffer;
		r_counter <= r_counter + 1;
		end
	else
		data_read <= data_buffer;
	end
endcase
endmodule
module top_module(
input clock_in,						 
input enable,						 
input read_en,						 
input [7:0] data_in,				 
input [13:0] addr_in,			 
input data_rx,						 
input bus_ready,					 
input slave_valid,
output bus_req ,				 
output addr_tx ,				 
output data_tx ,				 
output valid ,					 
output valid_s ,				 
output master_busy ,			 
output [7:0] data_read,
output psegmentA,output psegmentB,output psegmentC,output psegmentD ,output psegmentE,output psegmentF,output psegmentG,
output nsegmentA,output nsegmentB,output nsegmentC,output nsegmentD ,output nsegmentE,output nsegmentF,output nsegmentG,
output wsegmentA,output wsegmentB,output wsegmentC,output wsegmentD ,output wsegmentE,output wsegmentF,output wsegmentG,
output rsegmentA,output rsegmentB,output rsegmentC,output rsegmentD ,output rsegmentE,output rsegmentF,output rsegmentG,
output c1segmentA,output c1segmentB,output c1segmentC,output c1segmentD ,output c1segmentE,output c1segmentF,output c1segmentG,
output c2segmentA,output c2segmentB,output c2segmentC,output c2segmentD ,output c2segmentE,output c2segmentF,output c2segmentG
 );
wire clock;
wire [3:0] p_state;
wire [3:0] n_state;
wire [4:0] w_counter ;
wire [4:0] r_counter ;
wire [15:0]clk_counter ;
master master(
	.clock(clock),						
	.enable(enable),						
	.read_en(read_en),							
	.data_in(8'b11010101),				
	.addr_in(14'b10110010110010),		
	.data_rx(data_rx),						
	.bus_ready(bus_ready),					
	.slave_valid(slave_valid),
	.bus_req(bus_req),	
	.addr_tx(addr_tx),				 
	.data_tx(data_tx),				
	.valid(valid),
	.valid_s(valid_s),
	.master_busy(master_busy),
	.data_read(data_read),
	.present(p_state),
	.next(n_state),
	.w_counter(w_counter),
	.r_counter(r_counter),
	.clk_counter(clk_counter)	
 );
clock_divider clock_divider(.inclk(clock_in),.ena(1),.clk(clock));
 bin27 present_state(.clk(clock),.ctrlsig_in(p_state),.segmentA(psegmentA),.segmentB(psegmentB),.segmentC(psegmentC),
.segmentD(psegmentD) ,.segmentE(psegmentE),.segmentF(psegmentF),.segmentG(psegmentG));
 bin27 next_state(.clk(clock),.ctrlsig_in(n_state),.segmentA(nsegmentA),.segmentB(nsegmentB),.segmentC(nsegmentC),
.segmentD(nsegmentD) ,.segmentE(nsegmentE),.segmentF(nsegmentF),.segmentG(nsegmentG));
 bin27 w_count(.clk(clock),.ctrlsig_in(w_counter),.segmentA(wsegmentA),.segmentB(wsegmentB),.segmentC(wsegmentC),
.segmentD(wsegmentD) ,.segmentE(wsegmentE),.segmentF(wsegmentF),.segmentG(wsegmentG));
 bin27 r_count(.clk(clock),.ctrlsig_in(r_counter),.segmentA(rsegmentA),.segmentB(rsegmentB),.segmentC(rsegmentC),
.segmentD(rsegmentD) ,.segmentE(rsegmentE),.segmentF(rsegmentF),.segmentG(rsegmentG));
 bin27 clk1(.clk(clock),.ctrlsig_in(clk_counter[3:0]),.segmentA(c1segmentA),.segmentB(c1segmentB),.segmentC(c1segmentC),
.segmentD(c1segmentD) ,.segmentE(c1segmentE),.segmentF(c1segmentF),.segmentG(c1segmentG));
 bin27 clk2(.clk(clock),.ctrlsig_in(clk_counter[7:4]),.segmentA(c2segmentA),.segmentB(c2segmentB),.segmentC(c2segmentC),
.segmentD(c2segmentD) ,.segmentE(c2segmentE),.segmentF(c2segmentF),.segmentG(c2segmentG));
endmodule
==> design/flow/run.sh <==
#!/bin/bash
# OpenROAD 26Q1-2900-gdf79404cd8, Yosys 0.63+post, stock flow scripts
make -C /OpenROAD-flow-scripts/flow DESIGN_CONFIG=/design/flow/config.mk WORK_HOME=/design/flow/orfs finish
==> design/flow/config.mk <==
export PLATFORM = sky130hd
export DESIGN_NAME = top_module
export DESIGN_NICKNAME = top_module
export VERILOG_FILES = /design/flow/design.v
export SDC_FILE = /design/flow/constraint.sdc
export NUM_CORES = 4
export LEC_CHECK = 1
export CORE_UTILIZATION = 40
==> design/flow/constraint.sdc <==
current_design top_module

set clk_period 7.0
set clk_io_pct 0.2

create_clock -name clk0 -period $clk_period [get_ports {clock_in}]

set non_clock_inputs [all_inputs -no_clocks]
set_input_delay [expr $clk_period * $clk_io_pct] -clock clk0 $non_clock_inputs
set_output_delay [expr $clk_period * $clk_io_pct] -clock clk0 [all_outputs]
==> out/results.ini <==
[final_timing]
final-max-slew-violation-count = 0
tns_ps = 0
fin_ws_ps = 5003
skew_ps = 3.266
finalSetupViolCount = 0
timing.final.crit_share_pct = 28.53
tightestPinTransition_ps = 846.6
slew_headroom_pct = 43.22
hold_viol_final = 0
clock.fmax_mhz = 500.8
rsz0062_at_grt = false
unclocked_regs = 103
fin_crit_ps = 1997
untimed_endpoints = 204

[outcome]
status = finished clean

[setup_path]
cp.arrival_ps = 1970
crit_type = reg -> reg
cp-end-kind = flip-flop
cp_max_fo = 10
cp.required_ps = 6980
start_kind = flip-flop

[cells_and_area]
final_cell_mix = 86 x inv_1, 86 x dfxtp_1, 66 x nand2_1
drive_above_1_share_pct = 3.820
comb_area_um2 = 2969
fill_cells = 1502
area_growth_pct = 14.04
flop_area_um2 = 3163

[hold_path]
hold_class = reg -> reg

[power_and_ir_drop]
swShare_pct = 17.28
ir_worst_vdd_mv = 0.1233
finalPower_w = 0.0004003
p_comb_share_pct = 1.1
leakage_nw = 2.986
p_int_w = 0.0003311
p_sw_w = 0.00006915
p_clk_share_pct = 51.6
powerDensity_nw_per_um2 = 53.31
seq_power_share_pct = 47.3

[yosys]
yosysUniqueCellTypes = 58
flop_cell = dfxtp_1
yosysWarnings = 11
async_flop_share_pct = 0
edf_count = 46
postSynthAreaPerCell_um2 = 9.514
ys_ff = 136
syn_inst = 692
synth-cells-yosys = 692
synth_chip_area_um2 = 6584
synthesis.area_um2 = 6584

[clock_tree]
clk_pin_slew_worst_paths_ps = 50
cts_hold_buf = 0
h-tree-depth = 2
post_cts_resize_count = 0
numCtsBuffers = 5
cts.root.buffer_cell = clkbuf_16
cts_setup_buffers = 0
cts_tree = yes
clk_path_buf_depth = 2
clock_latency_ps = 270

[die]
initCoreUtil_pct = 41.15
coreArea_um2 = 16000
die_h_um = 130.3
ios = 84
fp.dieW_um = 130.3
die-area_um2 = 16980
rows = 46

[place]
preCtsSetupSlack_ps = 5039
gp_congestion = 0.8576
dp_hpwl_um = 8045
numPortBuffers = 61

[global_route]
grt_antenna_before_repair = 0
grt_pass1_vias = 4120
grt_max_degree = 100
grt_pass1_wl_um = 18490
grt_usage_pct = 13.52
grt.overflow.total = 0

[routing]
wl_um = 10980
dr.first_iter.drc_count = 229
drt_first_pass_iters = 5
wl_per_cell_um = 11.57
vias = 4623
ant_nets = 0
viasPerCell = 4.871
diodes = 0
drc = 0

[job]
drv_cap = 0
warnings = 90

synth_stat cells (all sizes together) (8+ instances only):
cell	count	area [um2]
xnor2	29	254.0
clkbuf	25	95.09
nand3	17	100.1
o21ai	30	150.1
nand4	19	118.9
inv	86	322.8
nand2	66	247.7
nor3	8	40.04
and2	10	62.56
ha	51	638.1
nor2b	10	62.56
nor2	52	195.2
a31oi	11	68.82
edfxtp	46	1381
dfxtp	86	1722
xor2	9	78.83
a21oi	40	204.0
final cells by class:
cell class                 count  area share (%)
sequential                   136           42.13
multi-input combinational    439           39.54
timing repair buffer          65           8.532
inverter                      86           4.299
tap                          216           3.599
clock buffer                   7           1.900
sequential cells by signal, summed over array words and instances, names as in the netlist, 7 cells and up:
signal,cells
w_count.encode,7
master.data_read,8
master.clk_counter,8
clk2.encode,7
r_count.encode,7
master.addr_buffer,13
master.data_buffer,8
next_state.encode,7
clk1.encode,7
present_state.encode,7
clock_divider.count,32
power by group through the flow:
stage	Combinational, W	Clock [W]	Sequential, W
final	0.00000432	0.000207	0.000189
after global routing	0.00000461	0.000221	0.000189
after CTS	0.00000433	0.000213	0.000189
metrics by stage:
step	utilization [%]	instance area (um2)	cells	hold WS (ps)
floorplan	-	6584	692	434.9
global placement	46.04	7366	942	456.0
detailed placement	46.04	7366	942	452.5
CTS	46.93	7508	949	480.7
global route	46.93	7508	949	495.7
finish	46.93	7508	949	469.4
worst paths after layout:
| kind | cells past startpoint | slack, ps | from | endpoint |
|---|---|---|---|---|
| max | 4 | 5000 | clock_divider.count[19] | clock_divider.clk |
| min | 1 | 470 | clock_divider.count[31] | clock_divider.count[31] |
| max reg2reg | 4 | 5000 | clock_divider.count[19] | clock_divider.clk |
| min reg2reg | 1 | 470 | clock_divider.count[31] | clock_divider.count[31] |
per-layer routing:
layer,routed length (um),track usage [%]
met3,389,1.587
met5,0,0
met4,60,0.8208
met1,5471,20.44
met2,5057,22.59
critical path, cell delays in order, from the launching register on:
cell and delay, ps:
dfxtp_1 390, and4_1 450, nand4_1 150, nor2_1 440, buf_4 270
kinds of logic after synthesis:
group	after synthesis	share of synthesized area [%]
XOR/XNOR	38	5.055
adder cells (fa/ha/maj)	51	9.692
buffers and inverters	117	6.860
AND-OR/OR-AND	117	10.70
AND/OR/NAND/NOR	223	17.48
latches	4	0.9122
flip-flops	132	47.13
multiplexers	10	2.166
Power and IR drop assume default switching activity.
